File: ./design.v
module distortion #(
  parameter int width = 24
 ) (
  input logic clk,
  input logic rst,
  input logic signed [width-1:0] in_signal,
  output logic signed [width-1:0] out_signal, 
  input logic signed [width-1:0] threshold
);
  always_ff @(posedge clk) begin 
    if (rst) begin 
      out_signal <= '0;
    end else begin 
      if (in_signal > threshold) begin 
        out_signal <= threshold;
      end else if (in_signal < -threshold) begin 
        out_signal <= -threshold;
      end else begin 
        out_signal <= in_signal;
      end
    end
  end
endmodule
File: ./run.sh
#!/bin/bash
# OpenROAD 26Q1-2900-gdf79404cd8, Yosys 0.63+post, stock flow scripts
make -C /OpenROAD-flow-scripts/flow DESIGN_CONFIG=/design/flow/config.mk WORK_HOME=/design/flow/orfs finish
File: ./config.mk
export PLATFORM = sky130hd
export DESIGN_NAME = distortion
export DESIGN_NICKNAME = distortion
export VERILOG_FILES = /design/flow/design.v
export SDC_FILE = /design/flow/constraint.sdc
export NUM_CORES = 4
export LEC_CHECK = 1
export CORE_UTILIZATION = 30
File: ./constraint.sdc
current_design distortion

set clk_period 13.9
set clk_io_pct 0.2

create_clock -name clk0 -period $clk_period [get_ports {clk}]

set non_clock_inputs [all_inputs -no_clocks]
set_input_delay [expr $clk_period * $clk_io_pct] -clock clk0 $non_clock_inputs
set_output_delay [expr $clk_period * $clk_io_pct] -clock clk0 [all_outputs]
==> results.cfg <==
; synthesis and place-and-route metrics
[logic_synthesis]
synth_cell_types = 43
edf_count = 0
ys_top_cells_by_area = ha_1, dfxtp_1, mux2i_1
synth.cell_area_um2 = 2963
seq_area_frac_synth_pct = 16.22
avgSynthCellArea_um2 = 7.986
synth_flops = 24
yosysWarnings = 1
yosysTopAreaCell = ha_1
async_flop_share_pct = 0
yosysTopAreaCellShare_pct = 20.27
yosys_most_used_dff = dfxtp_1
synth_cells = 371
yosys_area_um2 = 2963
ys_cells = 371

[routing]
drc = 0
num_vias = 2976
ant_nets = 0
drtPass1Iterations = 4
drt_wl_total_mm = 8.935
wl_per_cell_um = 15.70
drtIter0Drc = 101
diodes = 0
via_per_inst = 5.230

[power]
p_leak_nw = 1.614
total_power_mw = 0.2873
powerDensity_nw_per_um2 = 73.35
ir_drop_mv = 0.04962

[finish]
final_common_cell = clkdlybuf4s50_1
reg_top3 = out_signal x24
synthToLayoutAreaGrowth_pct = 32.22
lay_top_cells = clkdlybuf4s50_1, ha_1, inv_1
final_util_pct = 41.61
max_flop_register = out_signal
fill_cells = 952
drive_gt1_share_pct = 4.091
largest_reg_flops = 24
final_cell_area_um2 = 3918

[placement]
place_ws_ns = 6.442
gp_congestion = 0.8765
io_buffers = 73
dp_hpwl_mm = 6.904
dpl_cell_area_um2 = 3846

[die]
io-pin-count = 74
dieArea_um2 = 10280
coreArea_um2 = 9415
rows = 35
die_h_um = 101.4
die_x_um = 101.4
fp-utilization_pct = 31.47

[timing]
rsz0062_at_grt = false
max-slew-margin-rel_pct = 41.73
fin_crit_ns = 7.193
finalSetupViolations = 0
setup_tns_ns = 0
tightest_slew_ns = 0.8740
finalClockPeriodUsage_pct = 51.75
hold_viol_final = 0
fmaxAchievable_ghz = 0.1390
layout_setup_ws_ns = 6.707
slew_violations = 0

[global_routing]
grt_util_met1_pct = 27.67
grt_max_degree = 26
grt_util_met3_pct = 2.101
grtUsageMet2_pct = 29.25
overflow = 0
grt_use_total_pct = 18.51
antenna_found_initial = 0
grt_pass1_wl_mm = 14.66
grt_pass1_vias = 2882
gr-max-usage-layer = met2

[critical_path]
crit_end = out_signal[5]
end_kind = flip-flop
worstPathMaxFanout = 25
cp-startpoint = threshold[13]
crit_arrival_ns = 7.39
start_kind = input pin
critical_path_class = input pin to flip-flop
cp.required_ns = 14.09

[run]
drv_cap = 0
tool_warnings = 25

[cts]
root_buffer = clkbuf_8
cts_sinks = 24
postCtsSetupBuffers = 0
cts_resized = 0
cts_tree = built
holdBufCountCts = 0
clkTransAtPathRegs_ns = 0.11
numCtsBuffers = 3
cts.htree.levels = 1
cts.path.max_buffers = 2

[run_status]
outcome = finished, final reports clean

[hold_path]
hp-class = input pin to flip-flop
stage by stage:
step	hold slack (ns)	instances
after CTS	3.113	569
after detailed placement	3.424	565
after global placement	3.418	565
final	3.104	569
after global routing	3.141	569
after floorplan	2.884	371
cells by family (layout without fill, tap and decap cells):
logic type	count (synthesis)	count (layout)	share of synthesized area, %
compound gates	91	91	21.12
xor+xnor	18	18	5.321
fa+ha+maj	48	48	20.27
buf+inv	48	117	6.672
flops	24	24	16.22
mux	31	31	10.64
simple gates	111	111	19.76
synth_stat cells (2+ instances only):
cell type  count
or4_1          3
o21ai_0        7
xnor2_1       17
and2_1         6
o32ai_1       13
nand3_1        6
nand2_1       20
a31oi_1       10
buf_1          3
nor2b_1        5
a211oi_1      24
buf_4          2
nor3_1        16
nand4_1       16
dfxtp_1       24
o211a_1        2
buf_2          2
nor2_1        24
inv_1         32
o211ai_1       4
o31ai_1        3
mux2i_1       30
ha_1          48
clkbuf_1       7
nor4_1         8
a21oi_1       22
worst min path at each step:
| stage | slack [ns] | end | from | cells after the start |
|---|---|---|---|---|
| CTS | 3.11 | out_signal[0] | in_signal[0] | 3 |
| global route | 3.14 | out_signal[0] | in_signal[0] | 3 |
| finish | 3.10 | out_signal[0] | in_signal[0] | 3 |
power breakdown:
group | switching [mW] | leakage (nW) | internal (mW) | total, mW
logic | 0.0682 | 1.38 | 0.0699 | 0.138
clock network | 0.0286 | 0.0357 | 0.0386 | 0.0672
registers | 0.00283 | 0.200 | 0.0793 | 0.0821
critical path: stages:
cell and delay (ns):
clkdlybuf4s50_1 0.48, or3_4 0.45, or4_1 0.54, nor4_4 0.26, xnor2_1 0.12, ha_1 0.75
nand4_1 0.24, nor4_1 0.41, o211ai_1 0.14, nand4_1 0.17, xnor2_2 0.20, buf_4 0.41
a211oi_1 0.14, o32ai_1 0.27
routing by layer:
layer | up-vias | part of all wire [%]
met5 | - | 0
met3 | 15 | 5.2
met4 | 0 | 1.7
met2 | 91 | 43
met1 | 1316 | 50
li1 | 1554 | -
area by class of cell:
cell class / count / area [um2] / share of cell area [%]
Timing Repair Buffer: 80 / 783.3 / 19.99
Multi-Input combinational cell: 299 / 2297 / 58.64
Sequential cell: 24 / 480.5 / 12.26
Clock inverter: 1 / 30.03 / 0.7665
Tap cell: 129 / 161.4 / 4.120
Inverter: 33 / 123.9 / 3.162
Clock buffer: 3 / 41.29 / 1.054
Power and IR drop assume default switching activity.
